## flow/config.mk

```make
export PLATFORM = sky130hd
export DESIGN_NAME = mux_2bit
export DESIGN_NICKNAME = mux_2bit
export VERILOG_FILES = /design/flow/design.v
export SDC_FILE = /design/flow/constraint.sdc
export NUM_CORES = 4
export LEC_CHECK = 1
export CORE_AREA = 10 10 71 71
export DIE_AREA = 0 0 81 81
```

## flow/design.v

```verilog
module mux_2bit (
	input wire [1:0] Control,
	input wire [BITS:0] IfZero,
	input wire [BITS:0] IfOne,
	input wire [BITS:0] IfTwo,
	output reg [BITS:0] Out
);
parameter BITS = 31;
always @ (*) begin
	Out = (Control[1] == 1 ? IfTwo : (Control[0] == 1 ? IfOne : IfZero));  
end
endmodule
```

## flow/run.sh

```bash
#!/bin/bash
# OpenROAD 26Q1-2900-gdf79404cd8, Yosys 0.63+post, stock flow scripts
make -C /OpenROAD-flow-scripts/flow DESIGN_CONFIG=/design/flow/config.mk WORK_HOME=/design/flow/orfs finish
```

## flow/constraint.sdc

```tcl
current_design mux_2bit

set clk_period 1.0
set clk_io_pct 0.2

create_clock -name clk0 -period $clk_period

set non_clock_inputs [all_inputs -no_clocks]
set_input_delay [expr $clk_period * $clk_io_pct] -clock clk0 $non_clock_inputs
set_output_delay [expr $clk_period * $clk_io_pct] -clock clk0 [all_outputs]
```

==> summary.txt <==
Reports from this run.

- The run finished, with violations left.
- The checks that failed: negative setup slack.
- The biggest area consumer among synthesized cells is sky130_fd_sc_hd__mux2i_1.
- Based on the critical path, the design can be clocked at up to 911.2 MHz.
- The synthesized netlist occupies a cell area of around 700 um^2.
- Summing all flip-flop and latch instances after layout gives 0 um^2.
- The post-detailed-route count of antenna-violating nets reads 0.
- The width of the die reads 81 um.
- The smallest setup slack after layout reads -0.09747 ns.
- The I/O pin count is ~130.
- The required time reported for the critical path endpoint reads ~0.80 ns.
- After filler insertion, the fill cell instance count of the layout stands at between 300 and 400.
- The post-route setup TNS is -1.092 ns.
- The number of antenna violations at the first check in global routing came to 0.
- The peak supply drop is 0.1139 mV.
- The total congestion overflow reads 0.
- The number of warnings printed during yosys synthesis reads 1.
- In this run the worst path has a maximum fanout of 6.
- The number of cells reported by Yosys stat comes to approximately 110.
- The number of different library cells used by synthesis comes to 8.
- Setup repair after global routing could not meet its margin everywhere.
- The via count of the first global-routing pass reads 1239.
- At the pin with the least slew margin, the transition time is 0.1614 ns.
- The sequential area share after synthesis is 0.
- After the first detailed-routing iteration, the DRC count stood at 11.
- The post-route total power reads 666.5 uW.
- The detailed-route wire length is between 4000 and 5000 um.
- Note, the detailed placer reported a final HPWL of approximately 3800 um.
- In the final routed layout, each cell accounts on average for 15.16 um.
- The final timing summary puts the cycle share of the worst path at 1.097.
- The vertical die size is between 80 and 90 um.
- The placement row count is 22.
- The number of hold violations in the final report reads 0.
- The proportion of netlist area held by the largest area contributor reads 0.4483.
- The final max-slew violation count is 0.
- The final setup violation count reads 28.
- The worst slack after detailed placement reads -0.5614 ns.
- Buffers placed on the I/O ports in this run total 130.
- The number of sequential cells reported for the layout is 0.
- The power density over the cells reads 353.5 nW/um^2.
- The final layout report lists a clock buffer count of 0.
- Per the post-synthesis report, the number of cells in the design is 107.
- The post-detailed-route via-to-cell ratio is 4.189.
- On the final layout, the worst hold slack is 0.6791 ns.
- Checking max transition, the worst relative margin is 0.8893.
- The chip area estimate from yosys synthesis reads 714.4 um^2.
- The area inside the core boundary reads 3633 um^2.
- After layout, the minimum clock period comes to 1.097 ns.
- Each instance of the synthesized netlist takes up on average 6.677 um^2.
- The script extracted a total leakage power of 1.062 nW.
- The detailed-route DRC error count reads 0.
- Summed over all routing layers, the global router reports a total usage of 0.1203.
- The number of maximum-capacitance constraint violations reads 0.
- By startpoint and endpoint, the worst setup path is classified as in2out.
- The stage-log warning count is 34.
- The total via count after detailed routing reads between 1000 and 1500.
- The type of the most critical hold path is in2out.
- Antenna repair during routing inserted a diode count of 0.
- The kind of launch point of the worst setup path is an input pin.
- The number of detailed-routing iterations run before antenna repair is 4.
- The OpenROAD report gives the critical path a data arrival time of 0.90 ns.
- Leaving out fill and tap cells, the most frequent cells in the layout are sky130_fd_sc_hd__dlygate4sd2_1 (91), sky130_fd_sc_hd__nand2_1 (32), sky130_fd_sc_hd__buf_2 (32), sky130_fd_sc_hd__mux2i_1 (31), sky130_fd_sc_hd__o21ai_1 (30).
- The most common library cell in the layout ignoring fill and taps is sky130_fd_sc_hd__dlygate4sd2_1.
- The fraction of layout cells with a size suffix above 1 is 0.2059.
- The endpoint kind of the worst setup timing path reads a primary output.
- The logic area is 620.6 um^2.
- The floorplan step records an initial core utilization of 0.1966.
- The largest net degree at the start of global routing is 31.
- The count of hold buffers inserted by post-cts repair reads 0.
- The first-pass GRT wire length is 6368 um.
- The final RePlAce weighted congestion is 0.8716.
- The post-synthesis to final-layout area growth reads 163.9%.
- By area the synthesized netlist is led by sky130_fd_sc_hd__mux2i_1 (45%), sky130_fd_sc_hd__o21ai_1 (20%), sky130_fd_sc_hd__nand2_1 (17%).
- The chip footprint reads 6561 um^2.
[final timing paths]
check | slack, ns | depth (start not counted) | end | startpoint
setup / recovery | -0.1 | 6 | Out[21] | Control[0]
hold / removal | 0.68 | 4 | Out[23] | IfTwo[23]
[power breakdown]
part | switching (mW) | internal [mW]
clock | 0 | 0
combinational | 0.223 | 0.443
sequential | 0 | 0
[logic make-up (layout without fill, tap and decap cells)]
kind of cell,count (synthesis),in the layout,synth area share
AND-OR/OR-AND,32,32,0.2347
buffers and inverters,11,142,0.1489
multiplexers,32,32,0.4483
AND/OR/NAND/NOR,32,32,0.1681
[worst max-delay path: stages]
cell and delay (ns):
sky130_fd_sc_hd__buf_12 0.11, sky130_fd_sc_hd__buf_12 0.12, sky130_fd_sc_hd__buf_6 0.10, sky130_fd_sc_hd__mux2i_1 0.18, sky130_fd_sc_hd__o21ai_1 0.07, sky130_fd_sc_hd__buf_2 0.11
[synthesized netlist by cell type]
master / count
sky130_fd_sc_hd__o21ai_0: 2
sky130_fd_sc_hd__o21ai_2: 2
sky130_fd_sc_hd__nand2_1: 32
sky130_fd_sc_hd__mux2i_1: 32
sky130_fd_sc_hd__buf_6: 1
sky130_fd_sc_hd__buf_2: 7
sky130_fd_sc_hd__o21ai_1: 28
sky130_fd_sc_hd__buf_12: 3
[routing by layer]
layer	track usage	share of wire	up-vias
met5	0	0	-
met4	0	0	0
met3	0.05122	0.12	0
met2	0.2237	0.50	64
met1	0.1315	0.38	495
li1	-	-	639
[area by class of cell]
cell class / count / share of cell area
multi-input combinational: 96 / 0.3291
timing repair buffer: 142 / 0.6390
tap: 48 / 0.03185
[per-stage QoR]
step | cell area [um^2] | cells | util
4_1_cts | 1876 | 286 | 0.5162
3_5_place_dp | 2052 | 283 | 0.5647
3_3_place_gp | 2052 | 283 | 0.5647
5_1_grt | 1886 | 286 | 0.5189
6_report | 1886 | 286 | 0.5189
2_1_floorplan | 714.4 | 107 | -
[timing repair]
action                                  CTS  global route
gates resized                           201             4
setup buffers                             1             0
endpoints found under the setup margin   32            32
hold endpoints to repair                  0             0
pin swaps                                36            16
gates cloned                              2             0
No activity file was given, so power comes from the tool's default toggle rates.
