==> /design/flow/design.v <==
module execute_reg (	 
	input clk, input FlushE,
	input RegWriteD, input MemtoRegD, input MemWriteD, input [3:0] ALUControlD, input wire ALUSrcD, input RegDstD, input syscallD,
	input wire [4:0] RsD, input wire [4:0] RtD, input wire [4:0] RdD, input wire [31:0] SignImmD, input wire [31:0] Rd1D, input wire [31:0] Rd2D,
	output reg RegWriteE, output reg MemtoRegE, output reg MemWriteE, output reg [3:0] ALUControlE, output reg ALUSrcE, output reg RegDstE, output reg syscallE,
	output reg [4:0] RsE, output reg [4:0] RtE, output reg [4:0] RdE, output reg [31:0] SignImmE, output reg [31:0] Rd1E, output reg [31:0] Rd2E
);
always @(posedge clk) begin
	if(!FlushE) begin
		RegWriteE <= RegWriteD;
		MemtoRegE <= MemtoRegD;
		MemWriteE <= MemWriteD;
		ALUControlE <= ALUControlD;
		ALUSrcE <= ALUSrcD;
		RegDstE <= RegDstD;
		syscallE <= syscallD;
		RsE <= RsD;
		RtE <= RtD;
		RdE <= RdD;
		SignImmE <= SignImmD;
		Rd1E <= Rd1D;
		Rd2E <= Rd2D;
	end else begin  
		RegWriteE <= 0;
		MemtoRegE <= 0;
		MemWriteE <= 0;
		ALUControlE <= 0;
		ALUSrcE <= 0;
		RegDstE <= 0;
		syscallE <= 0;
		RsE <= 0;
		RtE <= 0;
		RdE <= 0;
		SignImmE <= 0;
		Rd1E <= 0;
		Rd2E <= 0;
	end
end
endmodule
==> /design/flow/run.sh <==
#!/bin/bash
# OpenROAD 26Q1-2900-gdf79404cd8, Yosys 0.63+post, stock flow scripts
make -C /OpenROAD-flow-scripts/flow DESIGN_CONFIG=/design/flow/config.mk WORK_HOME=/design/flow/orfs finish
==> /design/flow/config.mk <==
export PLATFORM = sky130hd
export DESIGN_NAME = execute_reg
export DESIGN_NICKNAME = execute_reg
export VERILOG_FILES = /design/flow/design.v
export SDC_FILE = /design/flow/constraint.sdc
export NUM_CORES = 4
export LEC_CHECK = 1
export CORE_UTILIZATION = 30
==> /design/flow/constraint.sdc <==
current_design execute_reg

set clk_period 1.0
set clk_io_pct 0.2

create_clock -name clk0 -period $clk_period [get_ports {clk}]

set non_clock_inputs [all_inputs -no_clocks]
set_input_delay [expr $clk_period * $clk_io_pct] -clock clk0 $non_clock_inputs
set_output_delay [expr $clk_period * $clk_io_pct] -clock clk0 [all_outputs]
==> summary.txt <==
Worst Min Path Start - FlushE
Post-Synthesis Cells - 255
Critical Path AT - 930 ps
Leak - 2.65 nW
Clock Sinks - 121
Yosys warnings - 1
num rows - 37
CTS tree - built
Worst setup SP type - flop
slowest stage delay, CP - 330 ps
CP max-delay cell - dfxtp_2
ANT cells - 0
Root Driver - clkbuf_8
status - complete, but fails checks
worst-path maximum fanout - 1
Clock transition at path regs - 60 ps
Syn Std Cell Area - 3250 um2
Yosys cell types - 4
initial antenna violation count - 0
setup bufs post-CTS - 0
WHS Endpoint - Rd1E[13]
RSZ-0062 raised after global routing - true
area growth from synthesis to layout - 80.3%
min-delay worst type - input port to flop
YS chip area - 3250 um2
fill count - 885
first-pass GRT wire length - 13000 um
ys flops - 121
floorplan core density - 31.2%
CP Cell Sequence - buf_2
Worst Max-Slew Pin Slew - 277 ps
drt via density - 3.85
Clock Path Buffers - 2
Worst path depth - 1
GR Overflow Total - 0
largest net degree at the start of global routing - 35
# Cells Yosys - 255
die width - 106 um
Seq share, synth - 74.6%
Detailed Route WL - 8570 um
number of remaining DRC errors - 0
PwrDens - 2060 nW/um2
# port buffers - 243
pre-CTS setup slack - -31.0 ps
# IOs - 244
commonest non-fill, non-tap cells in the layout - nor2b_1 (121), clkdlybuf4s50_1 (121), buf_2 (121)
buffers plus inverters on the worst setup path - 1
setup TNS - -11430 ps
syn_area_per_cell - 12.7 um2
TritonRoute pass-1 iters - 3
DR WL/cell - 13.0 um
final slew viol count - 0
GRT Overall Usage - 15.5%
Max Cap Violations - 0
Final Wtd Congestion - 0.762
Final HPWL DP - 6290 um
fmax - 0.882 GHz
CTS buffer count - 17
Final period util - 113%
H-tree depth - 4
core box area - 10400 um2
Hold Vio Cnt, Final - 0
Die H - 106 um
Crit. End Element - output pin
failing checks - negative setup slack
Max-slew headroom - 81.6%
setup violators final - 121
final worst setup slack - -134 ps
initial drt markers - 35
hold path cells - 2
min Tclk post-route - 1130 ps
Worst IR Drop VDD - 1.50 mV
layout cell share with drive strength beyond 1 - 32.6%
antenna violation net count after detailed routing - 0
number of global-route vias before repair - 2453
Tool Warnings - 27
crit path kind - flop to output pin
CP delay by family, top - flip-flops
WP data required - 800 ps
Die Size - 11200 um2
vias - 2534
cells by family (layout without fill, tap and decap cells):
logic type / after synthesis / after routing / share of synthesized area (%)
DFF: 121 / 121 / 74.6
buffers and inverters: 13 / 280 / 2.08
and+or+nand+nor: 121 / 121 / 23.3
what timing repair did:
action                     CTS  global route
pin swaps                    0             0
hold buffers                 0             0
resized                    385             4
hold endpoints to repair     0             0
setup endpoints to repair  121           121
worst max path at each step:
stage          from        end  slack [ps]
4_1_cts   MemtoRegE  MemtoRegE        -170
5_1_grt   MemtoRegE  MemtoRegE        -180
6_report  MemtoRegE  MemtoRegE        -130
state kept, by name, indices dropped and copies added (netlist names):
register and count:
SignImmE 32, RsE 5, RegDstE 1, ALUSrcE 1, syscallE 1, RtE 5
Rd2E 32, MemWriteE 1, Rd1E 32, ALUControlE 4, MemtoRegE 1, RdE 5
RegWriteE 1
where the power goes:
group / internal, W / total, W / leakage, nW / switching [W]
combinational: 0.000712 / 0.000935 / 1.36 / 0.000222
clock: 0.00381 / 0.00597 / 0.278 / 0.00217
sequential: 0.00509 / 0.00514 / 1.01 / 0.0000525
total: 0.00961 / 0.0120 / 2.65 / 0.00244
metrics by stage:
stage | instance area (um2) | utilization (%) | std cells | power, W | hold slack, ps
global route | 5860 | 56.2 | 658 | 0.0126 | 21.2
global placement | 5850 | 56.2 | 626 | 0.00643 | 538
CTS | 5850 | 56.2 | 658 | 0.0122 | 13.7
finish | 5860 | 56.2 | 658 | 0.0120 | 31.5
floorplan | 3250 | - | 255 | 0.00540 | 328
detailed placement | 5850 | 56.2 | 626 | 0.00644 | 546
cells in the mapped netlist:
library cell,number,area (um2)
buf_2,12,60.1
buf_4,1,7.51
nor2b_1,121,757
dfxtp_1,121,2420
routing by layer:
layer / global-route usage (%) / part of all wire (%) / wire length (um) / vias to the layer above
met2: 26.4 / 49 / 4190 / 138
met3: 6.00 / 10 / 877 / 10
li1: - / - / - / 1275
met5: 0 / 0 / 0 / -
met4: 2.78 / 1.8 / 152 / 0
met1: 19.1 / 39 / 3350 / 1111
layout make-up:
| class | count | area, um2 | share of cell area, % |
|---|---|---|---|
| clock inverter | 14 | 174 | 2.97 |
| sequential | 121 | 2440 | 41.6 |
| tap | 136 | 170 | 2.91 |
| multi-input combinational | 121 | 757 | 12.9 |
| clock buffer | 18 | 418 | 7.14 |
| timing repair buffer | 248 | 1900 | 32.4 |
Power figures rest on the tool's default switching activity, not on a simulated workload.
