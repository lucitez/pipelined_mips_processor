### flow/config.mk
export PLATFORM = sky130hd
export DESIGN_NAME = mem_reg
export DESIGN_NICKNAME = mem_reg
export VERILOG_FILES = /design/flow/design.v
export SDC_FILE = /design/flow/constraint.sdc
export NUM_CORES = 4
export LEC_CHECK = 1
export CORE_UTILIZATION = 40
### flow/constraint.sdc
current_design mem_reg

set clk_period 1.0
set clk_io_pct 0.2

create_clock -name clk0 -period $clk_period [get_ports {clk}]

set non_clock_inputs [all_inputs -no_clocks]
set_input_delay [expr $clk_period * $clk_io_pct] -clock clk0 $non_clock_inputs
set_output_delay [expr $clk_period * $clk_io_pct] -clock clk0 [all_outputs]
### flow/design.v
module mem_reg (
	input clk,
	input RegWriteE, input MemtoRegE, input MemWriteE, input SyscallE,
	input wire [31:0] ALUOutE, input wire [31:0] WriteDataE, input wire [4:0] WriteRegE,
	output reg RegWriteM, output reg MemtoRegM, output reg MemWriteM, output reg SyscallM,
	output reg [31:0] ALUOutM, output reg [31:0] WriteDataM, output reg [4:0] WriteRegM
);
reg [8*8:1] string_value;
always @(posedge clk) begin
	RegWriteM <= RegWriteE;
	MemtoRegM <= MemtoRegE;
	MemWriteM <= MemWriteE;
	SyscallM <= SyscallE;
	ALUOutM <= ALUOutE;
	WriteDataM <= WriteDataE;
	WriteRegM <= WriteRegE;
end
endmodule
### flow/run.sh
#!/bin/bash
# OpenROAD 26Q1-2900-gdf79404cd8, Yosys 0.63+post, stock flow scripts
make -C /OpenROAD-flow-scripts/flow DESIGN_CONFIG=/design/flow/config.mk WORK_HOME=/design/flow/orfs finish
==> notes.md <==
yosys + openroad results -> status=stopped before the end, Stop stage=detailed placement (3_5_place_dp), Stop Error=[ERROR DPL-0036] Detailed placement failed., post-synthesis register bit count=73, fp_density=0.428, gpl congestion=0.801, Syn Inst Count=73, post-synthesis average cell area=20.0 um^2, # IOs=147, ys cells=73, YS chip area=0.00146 mm^2, synthesis warning total=1, die height=62.4 um, Cell Type Count=1, input/output buffers=146, die width=62.4 um, Synth Seq Share=1.00, mapped cell area=0.00146 mm^2, Cell Rows=21
## stage by stage
stage,total power [mW],hold slack [ns]
3_3_place_gp,3.70,0.649
2_1_floorplan,3.12,0.228
## logic make-up after synthesis
kind of cell  share of synthesized area
DFF                                1.00
## cell usage after synthesis (all sizes together)
cell type	number	share of area
dfxtp	73	1.0
Power and IR drop assume default switching activity.
